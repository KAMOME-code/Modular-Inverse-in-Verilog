**/design/flow/design.v**
```verilog
`timescale 1ns/1ps
module ModInv(clk, A, B, p, start, busy);
input [3:0] A,p;
input start, clk;
output [3:0] B;
output busy;
reg [3:0] u, v, x, y, B;
reg [1:0] state;
reg busy;
wire [4:0] Reg1, Reg2, Reg3,Reg4; 
assign        Reg1 = u - v;
assign        Reg2 = x - y;
assign        Reg3 = x + p;
assign        Reg4 = y + p;
always @(posedge clk or negedge start) begin
if(!start) begin     
    busy <= 0;
    state <= 0;
end else begin
    if(state == 0) begin     
        busy <= 1;
        u <= A;
        v <= p;
        x <= 1;
        y <= 0;
        state <= 1;
    end else if(state == 1) begin
        if((u != 1) && (v != 1)) begin
            if(u[0]==0) begin
              u <= {1'b0,u[3:1]};
              x <= (x[0])? Reg3[4:1] : {1'b0,x[3:1]} ;
            end 
            if(v[0]==0) begin
              v <= {1'b0,v[3:1]};
              y <= (y[0])? Reg4[4:1]: {1'b0,y[3:1]} ;
            end 
            if((u[0])&&(v[0])) begin
              if (Reg1[4]) begin
                    v <= (v - u);
                    y <= (Reg2[4])? (y - x):(y - x + p);
                end else begin
                    u <= (u - v);
                    x <= (Reg2[4])? (x - y + p):(x - y);
                end
            end
        end else begin
            B <= (u == 1)? x:y ;
            state <= 2;
        end
    end else begin
        busy <= 0;   
    end
    end
end
endmodule
```
**/design/flow/config.mk**
```make
export PLATFORM = sky130hd
export DESIGN_NAME = ModInv
export DESIGN_NICKNAME = ModInv
export VERILOG_FILES = /design/flow/design.v
export SDC_FILE = /design/flow/constraint.sdc
export NUM_CORES = 4
export LEC_CHECK = 1
export CORE_UTILIZATION = 40
```
**/design/flow/constraint.sdc**
```tcl
current_design ModInv

set clk_period 5.5
set clk_io_pct 0.2

create_clock -name clk0 -period $clk_period [get_ports {clk}]

set non_clock_inputs [all_inputs -no_clocks]
set_input_delay [expr $clk_period * $clk_io_pct] -clock clk0 $non_clock_inputs
set_output_delay [expr $clk_period * $clk_io_pct] -clock clk0 [all_outputs]
```
**/design/flow/run.sh**
```bash
#!/bin/bash
# OpenROAD 26Q1-2900-gdf79404cd8, Yosys 0.63+post, stock flow scripts
make -C /OpenROAD-flow-scripts/flow DESIGN_CONFIG=/design/flow/config.mk WORK_HOME=/design/flow/orfs finish
```
==> impl_metrics.json <==
{
  "status": "complete, no violations",
  "critPathMaxFanout": 8,
  "whs_ns": 0.4867,
  "cp.arrival_ns": 3.05,
  "fin_util_pct": 45.63,
  "finalInstanceArea_um2": 2512,
  "r2r-start": "u[0]$_DFFE_PP_",
  "yosys_warnings": 1,
  "p_sw_uw": 290.0,
  "grt_pass1_wl_um": 8300,
  "async_reset_ff_share_pct": 13.04,
  "gr-total-overflow": 0,
  "pwr-share-clk_pct": 14.0,
  "hold_path_class": "register to register",
  "slew_headroom_pct": 39.79,
  "clock_skew_ns": 0.004832,
  "intPower_uw": 446.8,
  "pin_count": 15,
  "synth_chip_area_um2": 2293,
  "avgSynthCellArea_um2": 10.02,
  "drtAntennaViolNets": 0,
  "synth-seq-area-share_pct": 29.51,
  "setup-violations-final": 0,
  "synthToLayoutAreaGrowth_pct": 9.547,
  "met1_usage_pct": 30.65,
  "finalHoldViolations": 0,
  "grtUsageMet3_pct": 2.748,
  "ir_drop_uv": 141.3,
  "clkTransAtPathRegs_ns": 0.08,
  "cts.repair.resized": 0,
  "synth_top_area_share_pct": 26.19,
  "cp.buffers_inverters": 2,
  "cts_inserted_buffers": 3,
  "synth-edff-count": 20,
  "rsz0062_at_grt": "no",
  "most_common_cell": "ha_1",
  "maxSlewViolCount": 0,
  "worst_slew_pin_slew_ns": 0.9032,
  "avgViaCountPerCell": 5.408,
  "path_class": "input port to register",
  "crit_start": "p[1]",
  "htree_levels": 1,
  "log.warning_count": 32,
  "r2r_setup_slack_ns": 2.57,
  "start_kind": "input port",
  "endpoint": "x[1]$_SDFFCE_PP0P_",
  "path_delay_family": "buffers and inverters",
  "nFillCells": 545,
  "slowest_delay_ns": 0.69,
  "finalNonFillerCells": 309,
  "clock_latency_ns": 0.26,
  "cts_tree": "yes",
  "leakagePower_nw": 1.025,
  "die_w_um": 77.72,
  "cts_hold_buffers": 0,
  "grt_max_degree": 27,
  "wl_um": 4684,
  "power_frac_comb_pct": 51.4,
  "fin_crit_ns": 3.056,
  "final-comb-area_um2": 1481,
  "top_area_cell": "edfxtp_1",
  "clock_path_buffers": 2,
  "post_cts_buffers": 0,
  "r2r-end": "u[2]$_DFFE_PP_",
  "max_freq_mhz": 327.2,
  "yosys_most_used_dff": "edfxtp_1",
  "finalSetupTns_ns": 0,
  "antenna_found_initial": 0,
  "postPlaceCellArea_um2": 2467,
  "syn_area_um2": 2293,
  "core_region_area_um2": 5507,
  "dieArea_um2": 6040,
  "synth_cells": 229,
  "powerDensity_nw_per_um2": 293.3,
  "netlist_top_cells_area": "edfxtp_1 (26%), ha_1 (14%), fa_1 (7.0%)",
  "routed-via-count": 1671,
  "yosysUniqueCellTypes": 51,
  "flop_area_um2": 676.9,
  "period_used_pct": 55.57,
  "hpwlAfterDp_um": 3601,
  "maxCapViolCount": 0,
  "swShare_pct": 39.36,
  "slowest_stage": "clkdlybuf4s50_1",
  "globalRouteMet2Util_pct": 27.88,
  "drc": 0,
  "die_y_um": 77.72,
  "antennaDiodeCount": 0,
  "cp-end-kind": "register",
  "rows": 27,
  "port_buffers": 14,
  "yosysCellCount": 229,
  "grt_pass1_vias": 1603,
  "crit_path_cell_trace": "clkdlybuf4s50_1 > inv_1 > fa_1 > xnor2_1 > mux2i_1 > nor2_1 > a211oi_1 > a211oi_2",
  "r2r_cells": 8,
  "drive_above_1_share_pct": 8.017,
  "critical_path_required_ns": 5.49,
  "drtIter0Drc": 96,
  "p_seq_share_pct": 34.6,
  "fp_util_pct": 41.65,
  "first_pass_iters": 6,
  "cts_sinks": 23,
  "grt_use_total_pct": 18.44,
  "dp_cells": 305,
  "cts_root_buffer": "clkbuf_8",
  "worst-path-stages": 8,
  "netlist_top_cells_count": "ha_1 (26), edfxtp_1 (20), inv_1 (18)",
  "synth-seq-cells": 23,
  "top_usage_layer": "met1",
  "gp_congestion": 0.8657,
  "wire_per_inst_um": 15.16
}
==> worst min-delay path by stage <==
stage,cells after the start,endpoint,start,slack (ns)
after CTS,1,busy$_DFFE_PN0P_,busy$_DFFE_PN0P_,0.49
after global routing,1,busy$_DFFE_PN0P_,busy$_DFFE_PN0P_,0.51
final,1,busy$_DFFE_PN0P_,busy$_DFFE_PN0P_,0.49
==> cell usage in the layout, fill, tap and decap left out, drive strengths merged, types with 3 or more instances in the layout <==
master         count
nand2             17
nor2b              6
mux2               3
nor2              11
mux2i             10
a21o               7
a31oi              3
clkbuf             4
a31o               3
inv               21
a221oi             4
edfxtp            20
fa                 8
xnor2              9
clkdlybuf4s50     14
nor3               3
o21a               4
a211oi            10
o21ai             14
a21oi             11
ha                26
xor2               4
==> stage by stage <==
stage                     setup slack (ns)  power [mW]
after floorplan                      2.945      0.5591
after global placement               2.153      0.6379
after detailed placement             2.125      0.6399
after CTS                            2.406      0.7462
after global routing                 2.253      0.8100
final                                2.444      0.7368
==> logic make-up after synthesis <==
logic type | synth area share [%]
compound gates | 21.77
xor+xnor | 4.965
fa+ha+maj | 21.17
buf+inv | 5.891
flops | 29.51
mux | 5.837
other cells | 0.1635
simple gates | 10.69
==> per-layer routing <==
layer / routed length (µm) / part of all wire (%)
met1: 2380 / 51
met4: 14 / 0.30
met3: 119 / 2.5
met2: 2170 / 46
met5: 0 / 0
==> power by group through the flow <==
stage	registers (mW)	logic, mW	clock network [mW]
after global routing	0.260	0.435	0.114
final	0.255	0.379	0.103
after CTS	0.256	0.384	0.106
==> worst register-to-register path, cell delays in order, from the launching register on <==
cell      delay (ns)
edfxtp_1        0.69
inv_2           0.15
ha_1            0.27
fa_1            0.41
nor2b_1         0.19
o31a_1          0.57
nor2_1          0.12
a211oi_1        0.22
a21oi_1         0.06
==> registers in the layout, indices dropped and copies added (netlist names) <==
register and cells:
busy 1, v 4, state 2, B 4
y 4, x 4, u 4
==> layout make-up <==
cell class | instances | area share, %
timing repair buffer | 14 | 5.578
inverter | 21 | 3.137
multi-input combinational | 175 | 58.96
sequential | 23 | 26.94
clock buffer | 4 | 1.793
tap | 72 | 3.586
Power figures rest on the tool's default switching activity, not on a simulated workload.
